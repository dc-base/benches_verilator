===== flow/design.v =====
module sync_fifo(
	input logic clk,
	input logic rst,
	input logic write,
	input logic read,
	input logic [31:0]wData,
	output logic [31:0]rdData,
	output logic empty,
	output logic full
	);
	bind sync_fifo asserts_sync_fifo test(clk, rst, write, read, wData, rdData, empty, full);
	logic [31:0] mem [0:7];
	logic [2:0]w_ptr;
	logic [2:0]r_ptr;
	byte count;
	assign full = count == 8;
	assign empty = count == 0;
	always@(posedge clk or negedge rst) begin
		if(~rst) begin
			r_ptr <= 0;
		end
		else if (read && ~empty) begin
			rdData <= mem[r_ptr];
			if(r_ptr == 7) begin
				r_ptr <= 0;
			end
			else begin
				r_ptr <= r_ptr + 1;
			end
		end 
	end
	always@(posedge clk or negedge rst) begin
		if(~rst) begin
			w_ptr <= 0;
		end
		else if (write && ~full) begin
			mem[w_ptr] <= wData;
			if(w_ptr == 7 && ~full) begin
				w_ptr <= 0;
			end
			else begin
				w_ptr <= w_ptr + 1;
			end 
		end
	end
	always@(posedge clk or negedge rst) begin
		if(~rst) begin
			count <= 0;
		end
		else if(read && !write && count != 0) begin
			count <= count - 1;
		end
		else if(write && !read && count != 8) begin
			count <= count + 1;
		end
	end 
endmodule 

===== flow/config.mk =====
export PLATFORM = sky130hd
export DESIGN_NAME = sync_fifo
export DESIGN_NICKNAME = sync_fifo
export VERILOG_FILES = /design/flow/design.v
export SDC_FILE = /design/flow/constraint.sdc
export NUM_CORES = 4
export LEC_CHECK = 1
export CORE_UTILIZATION = 40

===== flow/constraint.sdc =====
current_design sync_fifo

set clk_period 5.4
set clk_io_pct 0.2

create_clock -name clk0 -period $clk_period [get_ports {clk}]

set non_clock_inputs [all_inputs -no_clocks]
set_input_delay [expr $clk_period * $clk_io_pct] -clock clk0 $non_clock_inputs
set_output_delay [expr $clk_period * $clk_io_pct] -clock clk0 [all_outputs]

===== flow/run.sh =====
#!/bin/bash
# OpenROAD 26Q1-2900-gdf79404cd8, Yosys 0.63+post, stock flow scripts
make -C /OpenROAD-flow-scripts/flow DESIGN_CONFIG=/design/flow/config.mk WORK_HOME=/design/flow/orfs finish

==> out/qor.txt <==
GRT Total Usage: 17.7%
Initial Utilization: 40.7%
R2R depth: 5
register share after synthesis: 76.8%
Req. time, crit path: 4.32 ns
crit path launch: count[5]
Worst-Margin Slew: 0.799 ns
Die H: 173 um
Worst Skew: 0.00822 ns
Diodes inserted: 0
LEAKAGE: 0.00459 uW
CTS Buf Count: 30
Non-Filler Instances: 1176
final hold viol count: 0
Critical Path End: full
final setup vio count: 0
slew margin rel.: 46.6%
top cells by count, synth: edfxtp_1 (288), nand2_1 (71), mux2_2 (58), nor2_1 (43), a222oi_1 (32)
worst flop-to-flop path endpoint: rdData[20]
Post-Synthesis Cells: 682
register area: 0.00900 mm^2
vias in the first global route: 6948
chip area: 0.0300 mm^2
ratio of final minimum period to clock period: 61.3%
Detailed Place HPWL: 13500 um
setup TNS after final layout: 0 ns
Yosys Warn Count: 2
Combinational Area: 0.00255 mm^2
Power Density: 491 mW/mm^2
row count: 62
Die W: 173 um
Total Power: 6870 uW
fill count: 2319
stage-log warning count: 33
drt first pass iters: 6
largest net degree at the start of global routing: 46
htree depth: 1
Worst-path clk slew: 0.07 ns
Synth Register Bits: 302
fmax: 302 MHz
cell type with the largest total area: edfxtp_1
Unique cell types: 46
First DRT Iteration DRCs: 489
Post-Place Cells: 1120
R2R setup slack: 2.10 ns
root buf cell: clkbuf_16
GPL Wtd Cong: 0.819
Vias: 6363
crit start category: flip-flop
unrepaired setup endpoints after global routing: false
Crit path arrival time: 2.23 ns
Insertion Delay late pin: 0.54 ns
Setup CP Type: reg -> out
first-pass GRT wire length: 37600 um
WL/cell: 20.2 um
core area: 0.0288 mm^2
ys flop type: edfxtp_1
status: complete, no violations
drt drc: 0
share of layout cells above drive strength 1: 18.3%
final WL: 23700 um
Final Critical Period: 3.31 ns
ys cells: 682
CTS Buffer Depth: 3
CTS tree: done
maximum vdd drop: 0.305 mV
YS chip area: 0.0117 mm^2
flip-flops with a built-in enable: 288
worst hold path class: reg -> reg
Slew Limit Fails: 0
Syn Area/Cell: 17.2 um^2
post-CTS setup repair buffer count: 0
port bufs: 69
initial antenna violation count: 1
most numerous cell in the Yosys netlist: edfxtp_1
top cell type's share of synthesized area: 73.9%
Sink Count: 302
num ports: 70
# Max-Cap Violations: 0
grt total ovfl: 0
Top cells by area: edfxtp_1 (74%), mux2_2 (5.6%), dfrtp_1 (3.0%)
r2r startpoint: r_ptr[2]
endpoint type of the worst setup path: output port
fin util: 48.6%
critical path peak fanout: 4
cts repair resizes: 0
DR vias/cell: 5.41
number of routed nets with antenna violations: 0
Hold Buf Count CTS: 0
asr flop ratio synth: 4.64%
Synth Cell Area: 0.0117 mm^2
Layout area overhead: 19.5%
==> flip-flops by register name (all words and copies together), names as in the netlist <==
register and cells:
rdData 32, count 8, w_ptr 3, r_ptr 3, mem 256
==> critical path, stage by stage (launching register included) <==
cell and delay (ns):
dfrtp_1 0.42, or4_4 0.60, nor3_1 0.19, clkdlybuf4s50_1 0.48
==> layout make-up <==
class | instances | area share [%]
Tap cell | 384 | 3.43
Clock inverter | 14 | 0.814
Sequential cell | 302 | 64.3
Clock buffer | 42 | 6.82
Inverter | 15 | 0.402
Timing Repair Buffer | 88 | 5.95
Multi-Input combinational cell | 331 | 18.3
==> report_power, final <==
part	internal [uW]	total (uW)	switching (uW)
Combinational	736	1680	946
Sequential	2900	3050	154
Clock	1290	2140	850
==> cell families (layout without fill, tap and decap cells) <==
group	after synthesis	in the layout	share of synthesized area, %
compound gates	103	103	7.61
xor+xnor	3	3	0.224
fa+ha+maj	19	19	2.09
buf+inv	49	159	1.76
flops	302	302	76.8
mux	64	64	6.22
simple gates	142	142	5.25
==> per-stage QoR <==
stage / cell area, um^2 / worst slack [ns] / hold slack (ns)
after global routing: 14000 / 1.80 / 0.604
after global placement: 12900 / 1.81 / 0.544
after CTS: 14000 / 2.06 / 0.567
after detailed placement: 12900 / 1.63 / 0.553
after floorplan: 11700 / 1.36 / 0.525
final: 14000 / 2.09 / 0.564
==> worst min path at each step <==
stage / start / end / slack (ns) / cells past startpoint
4_1_cts: mem[0][26] / rdData[26] / 0.57 / 1
5_1_grt: mem[0][26] / rdData[26] / 0.60 / 1
6_report: mem[0][26] / rdData[26] / 0.56 / 1
==> cells in the final DEF, fill, tap and decap left out, types with 3 or more instances in the layout <==
cell / count
ha_1: 18
dfrtp_1: 13
clkinv_2: 5
inv_1: 15
mux2i_1: 3
buf_4: 19
mux2_2: 58
nand2_1: 71
clkinvlp_4: 3
a21o_1: 4
clkbuf_16: 37
edfxtp_1: 288
nor2_1: 38
o21ai_0: 11
a221oi_1: 3
nand2b_1: 4
nor2b_1: 4
a222oi_1: 32
clkbuf_1: 4
clkdlybuf4s50_1: 69
a41oi_1: 31
a22o_1: 6
mux2_4: 3
a21oi_1: 3
nor2_4: 5
==> metal layers <==
layer	routed length (um)	global-route usage, %
met3	2860	9.74
met4	388	2.91
met2	11300	27.1
met1	9160	24.0
met5	13	0
Power figures rest on the tool's default switching activity, not on a simulated workload.
